## design/flow/design.v

```verilog
module alu_with_pipelining (
    input clk,
    input reset,
    input [2:0] op_code,
    input [7:0] A,
    input [7:0] B,
    output reg [7:0] result
);
reg [2:0] op_stage1, op_stage2, op_stage3, op_stage4;
reg [7:0] A_stage1, A_stage2, A_stage3, A_stage4;
reg [7:0] B_stage1, B_stage2, B_stage3, B_stage4;
reg [7:0] alu_out_stage3;
always @(posedge clk or posedge reset) begin
    if (reset) begin
        op_stage1 <= 0;
        A_stage1 <= 0;
        B_stage1 <= 0;
    end else begin
        op_stage1 <= op_code;
        A_stage1 <= A;
        B_stage1 <= B;
    end
end
always @(posedge clk or posedge reset) begin
    if (reset) begin
        op_stage2 <= 0;
        A_stage2 <= 0;
        B_stage2 <= 0;
    end else begin
        op_stage2 <= op_stage1;
        A_stage2 <= A_stage1;
        B_stage2 <= B_stage1;
    end
end
always @(posedge clk or posedge reset) begin
    if (reset) begin
        op_stage3 <= 0;
        A_stage3 <= 0;
        B_stage3 <= 0;
        alu_out_stage3 <= 0;
    end else begin
        op_stage3 <= op_stage2;
        A_stage3 <= A_stage2;
        B_stage3 <= B_stage2;
        case (op_stage2)
            3'b000: alu_out_stage3 <= A_stage2 + B_stage2;
            3'b001: alu_out_stage3 <= A_stage2 - B_stage2;
            3'b010: alu_out_stage3 <= A_stage2 & B_stage2;
            3'b011: alu_out_stage3 <= A_stage2 | B_stage2;
            3'b100: alu_out_stage3 <= A_stage2 ^ B_stage2;
            3'b101: alu_out_stage3 <= ~A_stage2;
            3'b110: alu_out_stage3 <= A_stage2 << 1;
            3'b111: alu_out_stage3 <= A_stage2 >> 1;
            default: alu_out_stage3 <= 0;
        endcase
    end
end
always @(posedge clk or posedge reset) begin
    if (reset) begin
        op_stage4 <= 0;
        A_stage4 <= 0;
        B_stage4 <= 0;
        result <= 0;
    end else begin
        op_stage4 <= op_stage3;
        A_stage4 <= A_stage3;
        B_stage4 <= B_stage3;
        result <= alu_out_stage3;
    end
end
endmodule
```

## design/flow/run.sh

```bash
#!/bin/bash
# OpenROAD 26Q1-2900-gdf79404cd8, Yosys 0.63+post, stock flow scripts
make -C /OpenROAD-flow-scripts/flow DESIGN_CONFIG=/design/flow/config.mk WORK_HOME=/design/flow/orfs finish
```

## design/flow/config.mk

```make
export PLATFORM = sky130hd
export DESIGN_NAME = alu_with_pipelining
export DESIGN_NICKNAME = alu_with_pipelining
export VERILOG_FILES = /design/flow/design.v
export SDC_FILE = /design/flow/constraint.sdc
export NUM_CORES = 4
export LEC_CHECK = 1
export CORE_UTILIZATION = 50
```

## design/flow/constraint.sdc

```tcl
current_design alu_with_pipelining

set clk_period 6.8
set clk_io_pct 0.2

create_clock -name clk0 -period $clk_period [get_ports {clk}]

set non_clock_inputs [all_inputs -no_clocks]
set_input_delay [expr $clk_period * $clk_io_pct] -clock clk0 $non_clock_inputs
set_output_delay [expr $clk_period * $clk_io_pct] -clock clk0 [all_outputs]
```

==> flow_summary_export.csv <==
group,metric,value,unit
clock_network,cts.repair.resized,0,
die,die-area,0.00529,mm2
global_routing,grt_pass1_vias,1529,
die,row_count,25,
synthesis,ys_warn_count,1,
final_timing,setup_violations,0,
clock_network,post_cts_buffers,0,
clock_network,cts_sinks,54,
power,p_leak,1.32,nW
setup_path,startpoint,"op_stage2[0]",
synthesis,synth.distinct_cells,41,
final_timing,finalMaxSlewViolations,0,
setup_path,crit_type,"register to register",
detailed_routing,drt_iter0_drc,103,
synthesis,netlist_instances,209,
synthesis,fa_ha_area_share,12.8,%
final_timing,finalSetupTns,0,ps
synthesis,ys_sh_xor,4.85,%
setup_path,reg2regPathDepth,8,
power,ir_drop,0.000156,V
final_layout,n_fill_cell,371,
setup_path,r2r_end,"alu_out_stage3[6]",
die,chipWidth,72.8,um
setup_path,worstSetupEndpointType,"register",
final_layout,drive_gt1_share,8.79,%
setup_path,crit_end,"alu_out_stage3[6]",
global_routing,grt_max_degree,55,
final_timing,finClkSkew,6.11,ps
synthesis,ys_ff,54,
setup_path,worstPathRequired,6990,ps
setup_path,cp_num_buf_inv,0,
final_timing,fin_crit_sh,41.6,%
synthesis,top_logic_kind,"adder cells",
hold_path,holdCritPathClass,"register to register",
setup_path,slowest_stage,"dfrtp_1",
synthesis,syn-cell-area,0.00250,mm2
detailed_routing,vias,1566,
clock_network,clk_pin_slew,90,ps
detailed_routing,vias_per_cell,5.12,
run_status,outcome,"completed",
detailed_routing,wl_per_cell,13.0,um
final_timing,rsz0062_at_grt,"no",
detailed_routing,antenna_cells,0,
global_routing,overflow,0,
synthesis,synth_area_per_cell,12.0,um2
clock_network,cts_tree,"built",
global_routing,grt_pass1_wl,6.95,mm
run,maxCapViolations,0,
final_timing,finalHoldViolations,0,
place,gp_congestion,0.898,
place,io_buffers,28,
die,core,0.00479,mm2
final_timing,tightest_slew,850,ps
synthesis,ys_sh_mux,4.35,%
setup_path,reg2reg_slack,3970,ps
final_timing,clock.fmax,353,MHz
setup_path,cp-start-kind,"register",
final_timing,period_needed,2830,ps
synthesis,simple_gate_share,6.85,%
setup_path,cp_max_fo,21,
global_routing,grtUsageTotal,17.7,%
synthesis,yosys_area,0.00250,mm2
synthesis,aoi_share,12.7,%
global_routing,antenna_found_initial,0,
setup_path,cp.arrival,3020,ps
place,hpwl,2.79,mm
detailed_routing,ant_nets,0,
final_layout,lay_top_count,"dfrtp_1",
setup_path,cp_cell_sequence,"nor3b_4, mux2i_1, fa_1, a211oi_2, o21bai_1, a21oi_1, xnor2_1, a221o_1",
final_layout,syn_to_final_growth,18.0,%
final_timing,max-slew-margin-rel,43.3,%
die,fp-utilization,52.3,%
clock_network,clock_latency,300,ps
run,warnings,35,
clock_network,numCtsBuffers,5,
power,power,0.684,mW
clock_network,h-tree-depth,2,
final_layout,lay_top_cells,"dfrtp_1 (54), clkdlybuf4s50_1 (28), ha_1 (24), inv_1 (18), a21oi_1 (14)",
setup_path,path_delay_family,"flip-flops",
setup_path,max_stage_delay,780,ps
setup_path,r2r-start,"op_stage2[0]",
detailed_routing,first_pass_iters,4,
synthesis,ys_cells,209,
setup_path,path_depth,8,
clock_network,root_buffer,"clkbuf_8",
detailed_routing,drc,0,
power,power.density,232,mW/mm2
detailed_routing,totalWireLength,3.98,mm
clock_network,clk_path_buf_depth,2,
clock_network,hold_buffers,0,
die,ios,29,
synthesis,ys_seq_share,54.0,%
die,die_y,72.8,um
-- cells in the mapped netlist --
cell / number / area, um2
a21oi_1: 14 / 70.1
a31oi_2: 1 / 12.5
xnor2_1: 10 / 87.6
a32oi_1: 1 / 8.76
nand2_1: 11 / 41.3
xnor2_2: 1 / 16.3
xor2_1: 2 / 17.5
o2bb2ai_1: 1 / 8.76
a211oi_1: 1 / 7.51
nand4_1: 1 / 6.26
mux2_2: 1 / 11.3
mux2i_1: 3 / 30.0
nand2b_1: 2 / 12.5
inv_1: 19 / 71.3
o21bai_1: 1 / 7.51
a31oi_1: 4 / 25.0
nor3_2: 1 / 10.0
buf_2: 6 / 30.0
o22ai_1: 1 / 6.26
and3b_1: 1 / 8.76
ha_1: 24 / 300
o211ai_1: 4 / 30.0
o21ai_0: 12 / 60.1
mux4_2: 3 / 67.6
a211oi_2: 1 / 12.5
clkbuf_1: 2 / 7.51
o21ai_1: 1 / 5.00
nor2_1: 8 / 30.0
inv_2: 1 / 3.75
nand3b_1: 1 / 7.51
a21o_1: 2 / 15.0
nand3_1: 5 / 25.0
dfrtp_1: 54 / 1350
a221o_1: 2 / 20.0
nor2b_1: 1 / 6.26
nor3b_4: 1 / 18.8
a21boi_0: 1 / 7.51
nor3_1: 1 / 5.00
fa_1: 1 / 20.0
o31a_1: 1 / 8.76
o31ai_2: 1 / 12.5
-- flip-flops by register name, summed over array words and instances (netlist names) --
signal and count:
A_stage2 8, op_stage1 3, B_stage2 8, B_stage1 8
alu_out_stage3 8, op_stage2 3, result 8, A_stage1 8
-- per-stage QoR --
stage,std cells,hold slack [ps],setup slack (ps),area (um2),util [%]
3_5_place_dp,298,335,4000,2850,59.5
5_1_grt,306,361,3760,2960,61.8
2_1_floorplan,209,331,4130,2500,-
4_1_cts,306,352,3980,2960,61.8
3_3_place_gp,298,332,4080,2850,59.5
6_report,306,349,3970,2960,61.8
-- per-layer routing --
metal / GRT usage [%] / vias up / routed length [um]
met2: 26.7 / 38 / 1780
met1: 29.4 / 749 / 1960
li1: - / 771 / -
met4: 3.05 / 0 / 80
met5: 0 / - / 0
met3: 2.52 / 8 / 147
-- cell families (layout without fill, tap and decap cells) --
logic type | count (synthesis) | count (layout)
multiplexers | 7 | 7
adder cells (fa/ha/maj) | 25 | 25
flip-flops | 54 | 54
AND/OR/NAND/NOR | 33 | 33
buffers and inverters | 28 | 58
AND-OR/OR-AND | 49 | 49
XOR/XNOR | 13 | 13
-- worst min path at each step --
stage	from	endpoint	cells after the start
6_report	A_stage1[4]	A_stage2[4]	0
4_1_cts	A_stage1[0]	A_stage2[0]	0
5_1_grt	A_stage1[5]	A_stage2[5]	0
-- power breakdown --
part / switching, mW / total (mW) / internal [mW] / leakage (nW)
logic: 0.0504 / 0.114 / 0.0637 / 0.639
clock network: 0.0971 / 0.207 / 0.110 / 0.0514
registers: 0.0164 / 0.363 / 0.347 / 0.632
total: 0.164 / 0.684 / 0.521 / 1.32
-- cell type report --
| class | count | area, um2 | share of cell area, % |
|---|---|---|---|
| multi-input combinational | 127 | 1040 | 35.2 |
| tap | 67 | 83.8 | 2.84 |
| timing repair buffer | 30 | 295 | 9.99 |
| clock inverter | 2 | 37.5 | 1.27 |
| clock buffer | 6 | 72.6 | 2.46 |
| inverter | 20 | 75.1 | 2.54 |
| sequential | 54 | 1350 | 45.7 |
-- worst reg2reg max path, cell delays in order, from the launching register on --
cell and delay [ps]:
dfrtp_1 780, nor3b_4 450, mux2i_1 180, fa_1 480
a211oi_2 190, o21bai_1 90, a21oi_1 180, xnor2_1 80
a221o_1 280
No activity file was given, so power comes from the tool's default toggle rates.
